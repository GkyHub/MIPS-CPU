File: flow/run.sh
#!/bin/bash
# OpenROAD 26Q1-2900-gdf79404cd8, Yosys 0.63+post, stock flow scripts
make -C /OpenROAD-flow-scripts/flow DESIGN_CONFIG=/design/flow/config.mk WORK_HOME=/design/flow/orfs finish
File: flow/config.mk
export PLATFORM = sky130hd
export DESIGN_NAME = dcache
export DESIGN_NICKNAME = dcache
export VERILOG_FILES = /design/flow/design.v
export SDC_FILE = /design/flow/constraint.sdc
export NUM_CORES = 4
export LEC_CHECK = 1
export CORE_UTILIZATION = 40
File: flow/constraint.sdc
current_design dcache

set clk_period 63.8
set clk_io_pct 0.2

create_clock -name clk0 -period $clk_period [get_ports {clk}]

set non_clock_inputs [all_inputs -no_clocks]
set_input_delay [expr $clk_period * $clk_io_pct] -clock clk0 $non_clock_inputs
set_output_delay [expr $clk_period * $clk_io_pct] -clock clk0 [all_outputs]
File: flow/design.v
package MIPS_DEF;
    localparam NOP  = 32'h0000_0000;
    localparam OP_RTYPE = 6'b000000;     
    localparam OP_ADDI  = 6'b001000;     
    localparam OP_ADDIU = 6'b001001;     
    localparam OP_ORI   = 6'b001101;     
    localparam OP_XORI  = 6'b001110;     
    localparam OP_LUI   = 6'b001111;     
    localparam OP_LW    = 6'b100011;     
    localparam OP_SW    = 6'b101011;     
    localparam OP_BEQ   = 6'b000100;     
    localparam OP_BNE   = 6'b000101;     
    localparam OP_SLTI  = 6'b001010;     
    localparam OP_SLTIU = 6'b001011;     
    localparam OP_J     = 6'b000010;     
    localparam OP_JAL   = 6'b000011;     
    localparam FUNC_ADD     = 6'b100000;     
    localparam FUNC_ADDU    = 6'b100001;     
    localparam FUNC_SUB     = 6'b100010;     
    localparam FUNC_SUBU    = 6'b100011;     
    localparam FUNC_AND     = 6'b100100;     
    localparam FUNC_OR      = 6'b100101;     
    localparam FUNC_XOR     = 6'b100110;     
    localparam FUNC_NOR     = 6'b100111;     
    localparam FUNC_SLT     = 6'b101010;     
    localparam FUNC_SLTU    = 6'b101011;     
    localparam FUNC_SLL     = 6'b000000;     
    localparam FUNC_SRL     = 6'b000010;     
    localparam FUNC_SRA     = 6'b000011;     
    localparam FUNC_SLLV    = 6'b000100;     
    localparam FUNC_SRLV    = 6'b000110;     
    localparam FUNC_SRAV    = 6'b000111;     
    localparam FUNC_JR      = 6'b001000;     
    localparam ZERO = 0;
    localparam AT   = 1;
    localparam V0   = 2;
    localparam V1   = 3;
    localparam A0   = 4;
    localparam A1   = 5;
    localparam A2   = 6;
    localparam A3   = 7;
    localparam T0   = 8;
    localparam T1   = 9;
    localparam T2   = 10;
    localparam T3   = 11;
    localparam T4   = 12;
    localparam T5   = 13;
    localparam T6   = 14;
    localparam T7   = 15;
    localparam T8   = 16;
    localparam T9   = 17;
    localparam S0   = 18;
    localparam S1   = 19;
    localparam S2   = 20;
    localparam S3   = 21;
    localparam S4   = 22;
    localparam S5   = 23;
    localparam S6   = 24;
    localparam S7   = 25;
    localparam K0   = 26;
    localparam K1   = 27;
    localparam GP   = 28;
    localparam SP   = 29;
    localparam FP   = 30;
    localparam RA   = 31;
    typedef enum {
        ALU_ADD,
        ALU_SUB,
        ALU_CMP,
        ALU_AND,
        ALU_OR,
        ALU_XOR,
        ALU_NOR,
        ALU_SL,
        ALU_SR,
    } aluop_t;
endpackage
module dcache#(
    parameter DEPTH = 128,
    )(
    input   clk,
    input   [32 -1 : 0] addr,
    input   [32 -1 : 0] wr_data,
    output  [32 -1 : 0] rd_data,
    input               wr_en,
    output              rd_en
    );
    function integer bw;
        input integer depth;
        depth = depth - 1;
        for (bw=0; depth>0; bw=bw+1)
            depth = depth >> 1;
    endfunction
    reg     [32 -1 : 0] cache[DEPTH];
    assign  rd_data = cache[addr[bw(DEPTH)-1 : 0]];
    always @ (posedge clk) begin
        if (wr_en) begin
            cache[addr] <= wr_data;
        end
    end
endmodule
==> summary.txt <==
I/O pin total = 99
WP data required = 51040 ps
Clk slew on worst S/H paths = 60 ps
Max stage delay on crit path = 860 ps
Cell row count = 229
Setup TNS = 0 ps
Clock network fraction of total power = 41.7%
Ys async rst share = 0%
Switching share of power = 22.6%
GRT Residual Overflow = 0
DR pass1 iterations = 22
Leak = 55.0 nW
Post-synthesis cell count = 8924
H-tree depth = 5
Max_cap viols = 0
Most numerous logic cell after layout = edfxtp_1
Syn Std Cell Area = 157000 um2
Residual DRC count = 0
Pre-CTS setup slack = 32740 ps
Top cells excl fill/tap = edfxtp_1 (4096), a221oi_1 (845), buf_4 (543), a22oi_1 (468)
Worst rel slew slack = 12.0%
Vias in the first global route = 98100
Top cells by area = edfxtp_1 (79%), a221oi_1 (4.7%), a22oi_1 (2.2%), mux2_2 (2.0%), a21oi_1 (1.4%)
Arrival time worst endpoint = 18790 ps
Share of layout cells above drive strength 1 = 17.7%
Crit-path cells = buf_8, buf_4, nor2_4, buf_4, buf_4, buf_4, a221oi_1, o22ai_1, a22oi_1, nand4_1, or4_1, clkdlybuf4s50_1
Critical path's slowest cell = or4_1
Final Cycle Share = 49.5%
Most flops, register = cache
Final slew viol count = 0
Die extent in x = 628 um
Yosys cell types = 76
First-iteration detailed-routing DRC count = 7213
Hold Path Sink = cache[21][2]
Minimum clock period = 31550 ps
Worst VDD drop = 0.0283 mV
Sequential share of power = 51.9%
Biggest regs = cache x4096
EDFF count, synth = 4096
Core Util, Final = 46.1%
Most used cell, CP = buf_4
Placement-stage cell area = 166000 um2
Combinational fraction of design power = 6.4%
TritonCTS clock tree = done
Post-Route WL = 545000 um
Top FF cell, synth = edfxtp_1
ANT nets after route = 0
Hold Fails Final Rpt = 0
Status = complete, no violations
Postcts setup bufs = 0
Die Y = 628 um
Hold Crit Class = in2reg
Largest net degree at the start of global routing = 89
Clock sinks = 4096
Cell type with the highest aggregate area in the netlist = edfxtp_1
Worst Hold Depth = 1
Min-delay src = wr_data[2]
Setup violations, final = 0
Routed WL per cell = 36.8 um
Unrepaired setup endpoints after global routing = no
Syn avg cell area = 17.6 um2
Net Sw Power = 0.00129 W
Register area share after synthesis = 78.5%
Yosys stat chip area = 157000 um2
Largest register FFs = 4096
CORE AREA = 389000 um2
CTS Buffer Depth = 4
Initial antenna violation count = 64
Synth-to-Final Area Change = 14.6%
Crit. End Element = primary output
Crit path kind = in2out
IO Port Bufs = 72
Yosys warns = 2
HPWL after DPL = 325000 um
Placer Congestion = 0.978
TritonCTS buffer count = 417
Log Warnings = 51
Root Driver = clkbuf_16
Yosys reg bits = 4096
Post-CTS Hold Buffers = 0
Ys cells = 8924
Pwr dens = 31.9 nW/um2
Final instance area = 179000 um2
Vias per std cell = 6.28
Total number of vias = 93200
F_max = 31.7 MHz
First-pass GRT wire length = 752000 um
Gr usage total = 30.3%
Die area = 394000 um2
Area share, top type = 78.5%
Initial Util = 40.2%
Tightest Pin Transition = 1320 ps
Worst setup margin = 32250 ps
Critical Path Source Type = input pin
Internal = 0.00443 W
Hold_ws = 12060 ps
Critical-path maximum fanout = 38
Post-cts repair resize count = 0
## stage by stage
step | power (W) | std cells
after global routing | 0.00586 | 14800
after floorplan | 0.00318 | 8924
after detailed placement | 0.00338 | 14000
after CTS | 0.00573 | 14700
after global placement | 0.00338 | 14000
final | 0.00573 | 14800
## metal layers
metal,track usage (%),up-vias,part of all wire [%]
met5,10.5,-,0.91
met1,29.4,45700,28
li1,-,38200,-
met3,30.0,1331,22
met2,40.2,7839,42
met4,15.2,105,6.6
## kinds of logic after synthesis
kind of cell           synth area share, %
AND-OR/OR-AND                         12.9
buffers and inverters                 2.03
flip-flops                            78.5
multiplexers                          3.82
other                              0.00239
AND/OR/NAND/NOR                       2.74
## synthesized netlist by cell type (all sizes together), types with 14 or more instances
cell type / number
a211o: 19
a211oi: 43
a21o: 15
a21oi: 425
a221o: 64
a221oi: 847
a222oi: 44
a22o: 43
a22oi: 468
a31oi: 21
and3: 14
buf: 404
clkbuf: 324
edfxtp: 4096
mux2: 279
mux2i: 127
mux4: 70
nand2: 241
nand2b: 22
nand3: 27
nand3b: 31
nand4: 14
nor2: 291
nor2b: 108
nor3: 43
o2111ai: 17
o211ai: 17
o21ai: 326
o221ai: 49
o22a: 31
o22ai: 170
o2bb2ai: 25
or2: 16
## power groups by stage
stage	Combinational (W)	Sequential (W)	Clock, W
CTS	0.000353	0.00297	0.00241
finish	0.000365	0.00297	0.00239
global route	0.000379	0.00297	0.00251
## cell type report
class                           instances  area (um2)
Antenna cell                           77         193
Clock buffer                          519       11000
Clock inverter                        241        2320
Fill cell                           31700      210000
Inverter                                7        50.0
Multi-Input combinational cell       4093       31700
Sequential cell                      4096      123000
Tap cell                             5197        6500
Timing Repair Buffer                  596        4750
## worst max path at each step
stage         startpoint          end  slack, ps  cells after the start
finish           addr[2]   rd_data[0]      32250                     12
global route     addr[2]   rd_data[0]      32250                     12
CTS              addr[2]  rd_data[13]      32730                     13
## worst max-delay path, delay by kind of cell
kind	cells	cell delay (ps)
simple gates	3	1840
buf+inv	6	2680
compound gates	3	1320
No activity file was given, so power comes from the tool's default toggle rates.
